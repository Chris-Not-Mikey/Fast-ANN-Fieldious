==> ./run.sh <==
#!/bin/bash
# OpenROAD 26Q1-2900-gdf79404cd8, Yosys 0.63+post, stock flow scripts
make -C /OpenROAD-flow-scripts/flow DESIGN_CONFIG=/design/flow/config.mk WORK_HOME=/design/flow/orfs finish
==> ./config.mk <==
export PLATFORM = sky130hd
export DESIGN_NAME = DFFRAM_RTL_256
export DESIGN_NICKNAME = DFFRAM_RTL_256
export VERILOG_FILES = /design/flow/design.v
export SDC_FILE = /design/flow/constraint.sdc
export NUM_CORES = 4
export LEC_CHECK = 1
export CORE_UTILIZATION = 30
export SYNTH_MEMORY_MAX_BITS = 65536
==> ./constraint.sdc <==
current_design DFFRAM_RTL_256

set clk_period 137.8
set clk_io_pct 0.2

create_clock -name clk0 -period $clk_period [get_ports {CLK}]

set non_clock_inputs [all_inputs -no_clocks]
set_input_delay [expr $clk_period * $clk_io_pct] -clock clk0 $non_clock_inputs
set_output_delay [expr $clk_period * $clk_io_pct] -clock clk0 [all_outputs]
==> ./design.v <==
 module DFFRAM_RTL_256
 (
     CLK,
     WE,
     EN0,
     EN1,
     Di,
     Do0,
     Do1,
     A0,
     A1
 );
    localparam A_WIDTH = 8;
    input   wire            CLK;
    input   wire    [3:0]   WE;
    input   wire            EN0;
    input   wire            EN1;
    input   wire    [31:0]  Di;
    output  reg     [31:0]  Do0;
    output  reg     [31:0]  Do1;
    input   wire    [(A_WIDTH - 1): 0]   A0;
    input   wire    [(A_WIDTH - 1): 0]   A1;
    reg [31:0] RAM[(256)-1 : 0];
   always @(posedge CLK) begin
        if(EN0) begin
          Do0 <= RAM[A0];
          if(WE[0]) RAM[A0][ 7: 0] <= Di[7:0];
          if(WE[1]) RAM[A0][15:8] <= Di[15:8];
          if(WE[2]) RAM[A0][23:16] <= Di[23:16];
          if(WE[3]) RAM[A0][31:24] <= Di[31:24];
        end
        else begin
            Do0 <= 32'b0;
        end
    end
   always @(posedge CLK) begin
        if(EN1) begin
          Do1 <= RAM[A1];
        end
        else begin
           Do1 <= 32'b0;
        end
    end
 endmodule
==> qor.yml <==
grt:
  grt_pass1_wl_um: 2244000
  grt_pass1_vias: 252300
  grt_start_max_net_pins: 138
  antenna_found_initial: 298
  track_usage_pct: 27.96
  grt_overflow: 0
yosys:
  synth_flop_count: 8256
  async_flop_share_pct: 0
  synth_area_um2: 384600
  flop_cell: "edfxtp_1"
  yosysWarningCount: 1
  ys_types: 85
  avgSynthCellArea_um2: 19.44
  synth-edff-count: 8192
  postSynthCellCount: 19780
  yosys-stat-cells: 19780
  ys_seq_share_pct: 64.30
  ys_area_um2: 384600
detailed_routing:
  detail-route-antenna-nets: 0
  drc: 0
  drt_wl_total_um: 1694000
  via_count: 235400
  drtIter0Drc: 19800
  via_per_inst: 6.022
  dr.pass1.iters: 8
  wire_per_inst_um: 43.33
placed_design:
  dp.cells: 37000
  portBuffers: 118
  hpwlAfterDp_um: 1184000
  pre_cts_ws_ns: 101.38
  gp_congestion: 1.034
final_timing:
  relSlewSlack_pct: -12.71
  hold_viol: 0
  finalCritPeriodShare_pct: 25.57
  drv_slew: 19
  setup_tns_ns: 0
  finalWorstSetupSlack_ns: 102.56
  skew_ns: 0.09557
  fin_crit_ns: 35.24
  tightest_slew_ns: 1.678
  setup-violations-final: 0
  fmax_ghz: 0.02838
  rsz0062_at_grt: "no"
clock_network:
  clk_latency_ns: 1.24
  cts_hold_buf: 0
  htree_levels: 6
  cts-resized-gates: 0
  post_cts_buffers: 0
  clockBufferDepth: 5
  cts_sinks: 8256
  cts_tree: "built"
  cts_root_buf: "clkbuf_16"
  clkTransAtPathRegs_ns: 0.07
  cts_buffers: 851
critical_path:
  startpoint_type: "input port"
  cp.required_ns: 138.89
  end_kind: "flop"
  critPathMaxFanout: 69
  critPathArrivalTime_ns: 36.33
  cp_slowest_cell: "a22oi_1"
  cp_cell_sequence: "buf_16, buf_4, buf_4, buf_4, buf_4, buf_4, buf_4, buf_4, buf_4, buf_4, buf_4, mux4_2, mux4_2, a22oi_1, nand2_1, o41a_1"
  max_stage_delay_ns: 0.70
  r2r_cells: 6
  worstSetupPathType: "in -> reg"
  cpMostUsedCell: "buf_4"
worst_hold_path:
  whs_path_depth: 4
  hold_class: "reg -> reg"
power_and_ir_drop:
  p_per_area_nw_per_um2: 12.83
  leakage_nw: 137.7
  p_switching_mw: 1.400
  clkPwrFrac_pct: 41.9
  peakVddDrop_mv: 0.01196
  pwr-share-comb_pct: 9.3
  swShare_pct: 24.63
  p_seq_share_pct: 48.8
  intPower_mw: 4.284
flow_run:
  tool_warnings: 52
  cap_violations: 5
floorplanning:
  rows: 415
  chipHeight_um: 1134
  initial_utilization_pct: 30.11
  ios: 119
  dieWidth_um: 1134
  chip_area_um2: 1287000
  core_um2: 1277000
final_layout:
  area_growth_pct: 15.20
  drive_above_1_share_pct: 34.46
  fillCellCount: 117200
  final_cells: 39100
run_status:
  status: "finished, violations left"
  violations: "max-capacitance violations, max-slew violations"
==> power groups by stage <==
stage	logic [mW]	registers, mW	clock network [mW]
final	0.529	2.77	2.38
after global routing	0.532	2.77	2.48
after CTS	0.508	2.77	2.39
==> routing by layer <==
layer | routed length (um) | up-vias | GRT usage (%)
met2 | 709700 | 21930 | 36.60
li1 | - | 88510 | -
met3 | 370300 | 5140 | 27.57
met4 | 164900 | 369 | 21.38
met1 | 436200 | 119500 | 23.95
met5 | 13150 | - | 10.58
==> final timing paths <==
check                        start            endpoint  slack, ns
max                          A0[1]  Do0[20]$_SDFF_PN0_     102.56
min          RAM[141][0]$_DFFE_PP_   Do0[0]$_SDFF_PN0_       0.89
max reg2reg   RAM[88][5]$_DFFE_PP_   Do0[5]$_SDFF_PN0_     133.72
min reg2reg  RAM[141][0]$_DFFE_PP_   Do0[0]$_SDFF_PN0_       0.89
==> flip-flops by register name, summed over array words and instances, names as in the netlist <==
register / count
Do0: 32
RAM: 8192
Do1: 32
==> stage by stage <==
| step | total power, mW | hold WS [ns] | util (%) | instance area [um^2] |
|---|---|---|---|---|
| 6_report | 5.684 | 0.8904 | 34.69 | 443100 |
| 5_1_grt | 5.780 | 0.9277 | 34.63 | 442400 |
| 4_1_cts | 5.675 | 0.8727 | 34.58 | 441700 |
| 3_5_place_dp | 3.333 | 0.9285 | 32.39 | 413700 |
| 3_3_place_gp | 3.331 | 0.9100 | 32.39 | 413700 |
| 2_1_floorplan | 3.073 | 0.7862 | - | 384600 |
==> worst max-delay path: cells and delay by family <==
family	cells	cell delay, ns
AND-OR/OR-AND	2	1.04
buffers and inverters	11	6.26
multiplexers	2	0.92
AND/OR/NAND/NOR	1	0.12
==> synthesized netlist by cell type (22+ instances only) <==
library cell  instances  share of area (%)
nand4_1              33              0.054
buf_1               125               0.12
a22oi_1             231               0.45
clkbuf_1            636               0.62
a211oi_1             59               0.12
a221oi_1             96               0.22
nand3_1             203               0.26
nor4_1               54              0.088
nand2_1             599               0.58
mux2i_1            1229                3.2
dfxtp_1              64               0.33
nor2_1             1252                1.2
buf_2               497               0.65
and3_1               32              0.052
nor2b_1              24              0.039
o211ai_1             28              0.055
a32oi_1              55               0.13
mux2_2               62               0.18
edfxtp_1           8192                 64
nand2b_1             23              0.037
a21oi_1             354               0.46
o221ai_1            359               0.82
a31oi_1              64               0.10
o31ai_1              22              0.043
buf_6               128               0.37
nor3_1               93               0.12
o22ai_1             374               0.61
a22o_1               32              0.073
o21ai_0             233               0.30
mux4_2             4001                 23
buf_4               288               0.56
and2_1               36              0.059
==> cell type report <==
class / instances / area [um^2] / share of cell area [%]
Sequential cell: 8256 / 247300 / 55.81
Multi-Input combinational cell: 9824 / 129200 / 29.17
Clock buffer: 1011 / 22130 / 4.994
Tap cell: 16890 / 21130 / 4.769
Timing Repair Buffer: 2010 / 15960 / 3.602
Clock inverter: 548 / 5863 / 1.323
Antenna cell: 545 / 1364 / 0.3078
Inverter: 18 / 112.6 / 0.02542
==> logic make-up after synthesis <==
logic type | synth area share (%)
AND-OR/OR-AND | 3.860
buffers and inverters | 2.377
multiplexers | 26.81
AND/OR/NAND/NOR | 2.659
flip-flops | 64.30
==> placed cells by master (no fill, tap or decap), types with 40 or more instances in the layout <==
cell,instances
o22ai_1,374
o21ai_0,227
a31oi_1,64
edfxtp_1,8192
clkdlybuf4s50_1,70
nand3_1,194
clkinvlp_4,40
a32oi_1,55
mux2_2,62
a22oi_1,231
diode_2,545
a211oi_1,57
nand2_1,558
buf_4,1864
nor3_1,86
nor2_4,44
mux2i_1,1229
clkbuf_16,859
nor2_1,1193
a21oi_1,353
dfxtp_1,64
nor4_1,50
mux4_2,4001
bufinv_16,108
clkinv_2,163
a221oi_1,96
clkbuf_1,146
o221ai_1,359
clkinv_1,162
No activity file was given, so power comes from the tool's default toggle rates.
