==> /design/flow/design.v <==
module BitonicSorter (
  input logic clk,
  input logic [24:0] data_in_0,
  input logic [24:0] data_in_1,
  input logic [24:0] data_in_2,
  input logic [24:0] data_in_3,
  input logic [24:0] data_in_4,
  input logic [24:0] data_in_5,
  input logic [24:0] data_in_6,
  input logic [24:0] data_in_7,
  input logic [8:0] idx_in_0,
  input logic [8:0] idx_in_1,
  input logic [8:0] idx_in_2,
  input logic [8:0] idx_in_3,
  input logic [8:0] idx_in_4,
  input logic [8:0] idx_in_5,
  input logic [8:0] idx_in_6,
  input logic [8:0] idx_in_7,
  input logic [5:0] leaf_idx_in,
  input logic query_first_in,
  input logic query_last_in,
  input logic rst_n,
  input logic valid_in,
  output logic [24:0] data_out_0,
  output logic [24:0] data_out_1,
  output logic [24:0] data_out_2,
  output logic [24:0] data_out_3,
  output logic [8:0] idx_out_0,
  output logic [8:0] idx_out_1,
  output logic [8:0] idx_out_2,
  output logic [8:0] idx_out_3,
  output logic [5:0] leaf_idx_out,
  output logic query_first_out,
  output logic query_last_out,
  output logic valid_out
);
logic [5:0] leaf_idx_r0;
logic [5:0] leaf_idx_r1;
logic [5:0] leaf_idx_r2;
logic [5:0] leaf_idx_r3;
logic [5:0] leaf_idx_r4;
logic [5:0] query_first_shft;
logic [5:0] query_last_shft;
logic [24:0] stage0_data [7:0];
logic [8:0] stage0_idx [7:0];
logic stage0_valid;
logic [24:0] stage1_data [7:0];
logic [8:0] stage1_idx [7:0];
logic stage1_valid;
logic [24:0] stage2_data [7:0];
logic [8:0] stage2_idx [7:0];
logic stage2_valid;
logic [24:0] stage3_data [3:0];
logic [8:0] stage3_idx [3:0];
logic stage3_valid;
logic [24:0] stage4_data [3:0];
logic [8:0] stage4_idx [3:0];
logic stage4_valid;
logic [24:0] stage5_data [3:0];
logic [8:0] stage5_idx [3:0];
logic stage5_valid;
always_ff @(posedge clk, negedge rst_n) begin
  if (~rst_n) begin
    query_first_shft <= 6'h0;
    query_last_shft <= 6'h0;
  end
  else begin
    query_first_shft <= {query_first_shft[4:0], query_first_in};
    query_last_shft <= {query_last_shft[4:0], query_last_in};
  end
end
assign query_first_out = query_first_shft[5];
assign query_last_out = query_last_shft[5];
always_ff @(posedge clk, negedge rst_n) begin
  if (~rst_n) begin
    stage0_valid <= 1'h0;
    for (int unsigned p = 0; p < 8; p += 1) begin
        stage0_data[3'(p)] <= 25'h0;
        stage0_idx[3'(p)] <= 9'h0;
      end
  end
  else begin
    stage0_valid <= valid_in;
    if (valid_in) begin
      stage0_data[0] <= (data_in_0 < data_in_1) ? data_in_0: data_in_1;
      stage0_data[1] <= (data_in_0 < data_in_1) ? data_in_1: data_in_0;
      stage0_data[2] <= (data_in_2 > data_in_3) ? data_in_2: data_in_3;
      stage0_data[3] <= (data_in_2 > data_in_3) ? data_in_3: data_in_2;
      stage0_data[4] <= (data_in_4 < data_in_5) ? data_in_4: data_in_5;
      stage0_data[5] <= (data_in_4 < data_in_5) ? data_in_5: data_in_4;
      stage0_data[6] <= (data_in_6 > data_in_7) ? data_in_6: data_in_7;
      stage0_data[7] <= (data_in_6 > data_in_7) ? data_in_7: data_in_6;
      stage0_idx[0] <= (data_in_0 < data_in_1) ? idx_in_0: idx_in_1;
      stage0_idx[1] <= (data_in_0 < data_in_1) ? idx_in_1: idx_in_0;
      stage0_idx[2] <= (data_in_2 > data_in_3) ? idx_in_2: idx_in_3;
      stage0_idx[3] <= (data_in_2 > data_in_3) ? idx_in_3: idx_in_2;
      stage0_idx[4] <= (data_in_4 < data_in_5) ? idx_in_4: idx_in_5;
      stage0_idx[5] <= (data_in_4 < data_in_5) ? idx_in_5: idx_in_4;
      stage0_idx[6] <= (data_in_6 > data_in_7) ? idx_in_6: idx_in_7;
      stage0_idx[7] <= (data_in_6 > data_in_7) ? idx_in_7: idx_in_6;
    end
  end
end
always_ff @(posedge clk, negedge rst_n) begin
  if (~rst_n) begin
    stage1_valid <= 1'h0;
    for (int unsigned p = 0; p < 8; p += 1) begin
        stage1_data[3'(p)] <= 25'h0;
        stage1_idx[3'(p)] <= 9'h0;
      end
  end
  else begin
    stage1_valid <= stage0_valid;
    if (stage0_valid) begin
      stage1_data[0] <= (stage0_data[0] < stage0_data[2]) ? stage0_data[0]: stage0_data[2];
      stage1_data[2] <= (stage0_data[0] < stage0_data[2]) ? stage0_data[2]: stage0_data[0];
      stage1_data[1] <= (stage0_data[1] < stage0_data[3]) ? stage0_data[1]: stage0_data[3];
      stage1_data[3] <= (stage0_data[1] < stage0_data[3]) ? stage0_data[3]: stage0_data[1];
      stage1_data[4] <= (stage0_data[4] > stage0_data[6]) ? stage0_data[4]: stage0_data[6];
      stage1_data[6] <= (stage0_data[4] > stage0_data[6]) ? stage0_data[6]: stage0_data[4];
      stage1_data[5] <= (stage0_data[5] > stage0_data[7]) ? stage0_data[5]: stage0_data[7];
      stage1_data[7] <= (stage0_data[5] > stage0_data[7]) ? stage0_data[7]: stage0_data[5];
      stage1_idx[0] <= (stage0_data[0] < stage0_data[2]) ? stage0_idx[0]: stage0_idx[2];
      stage1_idx[2] <= (stage0_data[0] < stage0_data[2]) ? stage0_idx[2]: stage0_idx[0];
      stage1_idx[1] <= (stage0_data[1] < stage0_data[3]) ? stage0_idx[1]: stage0_idx[3];
      stage1_idx[3] <= (stage0_data[1] < stage0_data[3]) ? stage0_idx[3]: stage0_idx[1];
      stage1_idx[4] <= (stage0_data[4] > stage0_data[6]) ? stage0_idx[4]: stage0_idx[6];
      stage1_idx[6] <= (stage0_data[4] > stage0_data[6]) ? stage0_idx[6]: stage0_idx[4];
      stage1_idx[5] <= (stage0_data[5] > stage0_data[7]) ? stage0_idx[5]: stage0_idx[7];
      stage1_idx[7] <= (stage0_data[5] > stage0_data[7]) ? stage0_idx[7]: stage0_idx[5];
    end
  end
end
always_ff @(posedge clk, negedge rst_n) begin
  if (~rst_n) begin
    stage2_valid <= 1'h0;
    for (int unsigned p = 0; p < 8; p += 1) begin
        stage2_data[3'(p)] <= 25'h0;
        stage2_idx[3'(p)] <= 9'h0;
      end
  end
  else begin
    stage2_valid <= stage1_valid;
    if (stage1_valid) begin
      stage2_data[0] <= (stage1_data[0] < stage1_data[1]) ? stage1_data[0]: stage1_data[1];
      stage2_data[1] <= (stage1_data[0] < stage1_data[1]) ? stage1_data[1]: stage1_data[0];
      stage2_data[2] <= (stage1_data[2] < stage1_data[3]) ? stage1_data[2]: stage1_data[3];
      stage2_data[3] <= (stage1_data[2] < stage1_data[3]) ? stage1_data[3]: stage1_data[2];
      stage2_data[4] <= (stage1_data[4] > stage1_data[5]) ? stage1_data[4]: stage1_data[5];
      stage2_data[5] <= (stage1_data[4] > stage1_data[5]) ? stage1_data[5]: stage1_data[4];
      stage2_data[6] <= (stage1_data[6] > stage1_data[7]) ? stage1_data[6]: stage1_data[7];
      stage2_data[7] <= (stage1_data[6] > stage1_data[7]) ? stage1_data[7]: stage1_data[6];
      stage2_idx[0] <= (stage1_data[0] < stage1_data[1]) ? stage1_idx[0]: stage1_idx[1];
      stage2_idx[1] <= (stage1_data[0] < stage1_data[1]) ? stage1_idx[1]: stage1_idx[0];
      stage2_idx[2] <= (stage1_data[2] < stage1_data[3]) ? stage1_idx[2]: stage1_idx[3];
      stage2_idx[3] <= (stage1_data[2] < stage1_data[3]) ? stage1_idx[3]: stage1_idx[2];
      stage2_idx[4] <= (stage1_data[4] > stage1_data[5]) ? stage1_idx[4]: stage1_idx[5];
      stage2_idx[5] <= (stage1_data[4] > stage1_data[5]) ? stage1_idx[5]: stage1_idx[4];
      stage2_idx[6] <= (stage1_data[6] > stage1_data[7]) ? stage1_idx[6]: stage1_idx[7];
      stage2_idx[7] <= (stage1_data[6] > stage1_data[7]) ? stage1_idx[7]: stage1_idx[6];
    end
  end
end
always_ff @(posedge clk, negedge rst_n) begin
  if (~rst_n) begin
    stage3_valid <= 1'h0;
    for (int unsigned p = 0; p < 4; p += 1) begin
        stage3_data[2'(p)] <= 25'h0;
        stage3_idx[2'(p)] <= 9'h0;
      end
  end
  else begin
    stage3_valid <= stage2_valid;
    if (stage2_valid) begin
      stage3_data[0] <= (stage2_data[0] < stage2_data[4]) ? stage2_data[0]: stage2_data[4];
      stage3_data[1] <= (stage2_data[1] < stage2_data[5]) ? stage2_data[1]: stage2_data[5];
      stage3_data[2] <= (stage2_data[2] < stage2_data[6]) ? stage2_data[2]: stage2_data[6];
      stage3_data[3] <= (stage2_data[3] < stage2_data[7]) ? stage2_data[3]: stage2_data[7];
      stage3_idx[0] <= (stage2_data[0] < stage2_data[4]) ? stage2_idx[0]: stage2_idx[4];
      stage3_idx[1] <= (stage2_data[1] < stage2_data[5]) ? stage2_idx[1]: stage2_idx[5];
      stage3_idx[2] <= (stage2_data[2] < stage2_data[6]) ? stage2_idx[2]: stage2_idx[6];
      stage3_idx[3] <= (stage2_data[3] < stage2_data[7]) ? stage2_idx[3]: stage2_idx[7];
    end
  end
end
always_ff @(posedge clk, negedge rst_n) begin
  if (~rst_n) begin
    stage4_valid <= 1'h0;
    for (int unsigned p = 0; p < 4; p += 1) begin
        stage4_data[2'(p)] <= 25'h0;
        stage4_idx[2'(p)] <= 9'h0;
      end
  end
  else begin
    stage4_valid <= stage3_valid;
    if (stage3_valid) begin
      stage4_data[0] <= (stage3_data[0] < stage3_data[2]) ? stage3_data[0]: stage3_data[2];
      stage4_data[2] <= (stage3_data[0] < stage3_data[2]) ? stage3_data[2]: stage3_data[0];
      stage4_data[1] <= (stage3_data[1] < stage3_data[3]) ? stage3_data[1]: stage3_data[3];
      stage4_data[3] <= (stage3_data[1] < stage3_data[3]) ? stage3_data[3]: stage3_data[1];
      stage4_idx[0] <= (stage3_data[0] < stage3_data[2]) ? stage3_idx[0]: stage3_idx[2];
      stage4_idx[2] <= (stage3_data[0] < stage3_data[2]) ? stage3_idx[2]: stage3_idx[0];
      stage4_idx[1] <= (stage3_data[1] < stage3_data[3]) ? stage3_idx[1]: stage3_idx[3];
      stage4_idx[3] <= (stage3_data[1] < stage3_data[3]) ? stage3_idx[3]: stage3_idx[1];
    end
  end
end
always_ff @(posedge clk, negedge rst_n) begin
  if (~rst_n) begin
    stage5_valid <= 1'h0;
    for (int unsigned p = 0; p < 4; p += 1) begin
        stage5_data[2'(p)] <= 25'h0;
        stage5_idx[2'(p)] <= 9'h0;
      end
  end
  else begin
    stage5_valid <= stage4_valid;
    if (stage4_valid) begin
      stage5_data[0] <= (stage4_data[0] < stage4_data[1]) ? stage4_data[0]: stage4_data[1];
      stage5_data[1] <= (stage4_data[0] < stage4_data[1]) ? stage4_data[1]: stage4_data[0];
      stage5_data[2] <= (stage4_data[2] < stage4_data[3]) ? stage4_data[2]: stage4_data[3];
      stage5_data[3] <= (stage4_data[2] < stage4_data[3]) ? stage4_data[3]: stage4_data[2];
      stage5_idx[0] <= (stage4_data[0] < stage4_data[1]) ? stage4_idx[0]: stage4_idx[1];
      stage5_idx[1] <= (stage4_data[0] < stage4_data[1]) ? stage4_idx[1]: stage4_idx[0];
      stage5_idx[2] <= (stage4_data[2] < stage4_data[3]) ? stage4_idx[2]: stage4_idx[3];
      stage5_idx[3] <= (stage4_data[2] < stage4_data[3]) ? stage4_idx[3]: stage4_idx[2];
    end
  end
end
assign valid_out = stage5_valid;
assign data_out_0 = stage5_data[0];
assign idx_out_0 = stage5_idx[0];
assign data_out_1 = stage5_data[1];
assign idx_out_1 = stage5_idx[1];
assign data_out_2 = stage5_data[2];
assign idx_out_2 = stage5_idx[2];
assign data_out_3 = stage5_data[3];
assign idx_out_3 = stage5_idx[3];
always_ff @(posedge clk, negedge rst_n) begin
  if (~rst_n) begin
    leaf_idx_r0 <= 6'h0;
    leaf_idx_r1 <= 6'h0;
    leaf_idx_r2 <= 6'h0;
    leaf_idx_r3 <= 6'h0;
    leaf_idx_r4 <= 6'h0;
    leaf_idx_out <= 6'h0;
  end
  else begin
    if (valid_in) begin
      leaf_idx_r0 <= leaf_idx_in;
    end
    if (stage0_valid) begin
      leaf_idx_r1 <= leaf_idx_r0;
    end
    if (stage1_valid) begin
      leaf_idx_r2 <= leaf_idx_r1;
    end
    if (stage2_valid) begin
      leaf_idx_r3 <= leaf_idx_r2;
    end
    if (stage3_valid) begin
      leaf_idx_r4 <= leaf_idx_r3;
    end
    if (stage4_valid) begin
      leaf_idx_out <= leaf_idx_r4;
    end
  end
end
endmodule    
==> /design/flow/run.sh <==
#!/bin/bash
# OpenROAD 26Q1-2900-gdf79404cd8, Yosys 0.63+post, stock flow scripts
make -C /OpenROAD-flow-scripts/flow DESIGN_CONFIG=/design/flow/config.mk WORK_HOME=/design/flow/orfs finish
==> /design/flow/config.mk <==
export PLATFORM = sky130hd
export DESIGN_NAME = BitonicSorter
export DESIGN_NICKNAME = BitonicSorter
export VERILOG_FILES = /design/flow/design.v
export SDC_FILE = /design/flow/constraint.sdc
export NUM_CORES = 4
export LEC_CHECK = 1
export CORE_UTILIZATION = 40
==> /design/flow/constraint.sdc <==
current_design BitonicSorter

set clk_period 16.8
set clk_io_pct 0.2

create_clock -name clk0 -period $clk_period [get_ports {clk}]

set non_clock_inputs [all_inputs -no_clocks]
set_input_delay [expr $clk_period * $clk_io_pct] -clock clk0 $non_clock_inputs
set_output_delay [expr $clk_period * $clk_io_pct] -clock clk0 [all_outputs]
==> out/results.ini <==
[synth]
synth_chip_area_um2=80200
yosysWarnings=13
netlist-cell-type-count=68
yosys.area_share.aoi=0.228
synth_flops=1278
synth.cell_area_um2=80200
synth-async-reset-ratio=1.00
synthCells=9804
synth_sequential_area_ratio=0.399
syn_avg_cell_area_um2=8.18
synthFlopType=sky130_fd_sc_hd__dfrtp_1
post_synth_mux_area_share=0.00780
ys_cells=9804
ys_sh_xor=0
simple_gate_area_frac=0.221
synth-adder-area-share=0.0758
topCombFamilyByArea=AND-OR/OR-AND gates
number_of_enable_type_register_cells_in_the_synthesized_netlist=0

[pwr]
peakVddDrop_mv=0.149
power.share.combinational=0.391
p_switching_mw=7.03
seqPwrFrac=0.393
power_frac_clock=0.216
power.internal_mw=8.91
switching_share=0.441
power_density_nw_per_um2=175
power_leakage_nw=39.3

[route]
top_layer=met5
final_antenna_net_count=0
routed_via_density=6.01
post_route_met1_wirelength_um=133000
vias=74600
detailed_router_s_first_iteration_violation_count=8010
totalWireLength_um=306000
wl_met2_um=126000
dr.pass1.iters=7
post-route-drc-count=0
route.detailed.wl_per_inst_um=24.7
routed-wl-met3_um=33800

[cts]
holdBufCountCts=0
cts_sinks=1278
post_cts.repair.setup_buffers=0
cts.root.buffer_cell=sky130_fd_sc_hd__clkbuf_16
tritoncts=done
max-clock-path-buffers=3
clk_pin_slew_worst_paths_ns=0.05
clk-insertion-delay-late_ns=0.84
htree_num_levels=4
cts_repair_resize_count=0
cts_made_buffers=156

[worst_setup_path]
reg2reg_setup_slack_ns=12.68
worst-setup-path-type=input port to register
worst_r2r_endpoint=stage1_data[7][1]
worst_setup_path_start_kind=input port
worst-endpoint-required_ns=17.49
reg2reg_from=stage0_data[7][24]
critical_path.max_fanout=88
ff2ff_path_depth=10
arrival_ns=7.05
capturing_element_type_of_the_critical_path=register

[sta]
timing_worst_slew_pin_value_ns=0.950
worst_slew_margin_rel=0.362
setup_ws_ns=10.45
rsz_0062_raised_after_global_routing=false
final.period_utilization=0.378
max_freq_mhz=157
final-max-slew-violation-count=0
setup_tns_ns=0
timing_hold_violations_final=0
report.final.setup_viol=0
finClkSkew_ns=0.0332
fin_worst_hold_slack_ns=0.345
time_the_worst_path_needs_with_i_o_delays_and_setup_ns=6.35

[grt]
grt_max_degree=206
globalRoute.totalOverflow=0
grtUsageTotal=0.309
first_pass_grt_wire_length_um=455000
first_global_vias=67000
antenna_violations_before_repair=15

[status]
run_status=finished, final reports clean

[min_path]
hold_path_depth=0
hold_end=query_last_shft[1]
worst_hold_startpoint=query_last_shft[0]
holdCritPathClass=register to register

[die]
floorplan.rows=163
die_outline_area_um2=202000
num_io_pins=428
core_util_floorplan=0.405
fp.coreArea_um2=198000
floorplan.die.width_um=450
chip_height_um=450

[cells_and_area]
final_common_cell=sky130_fd_sc_hd__dfrtp_1
final_cell_mix=1273 x sky130_fd_sc_hd__dfrtp_1, 1245 x sky130_fd_sc_hd__nor2_1, 1107 x sky130_fd_sc_hd__nand3_1, 1082 x sky130_fd_sc_hd__a31oi_1, 633 x sky130_fd_sc_hd__o21ai_0
area.growth.synth_to_final_pct=13.4
drive_above_1_share=0.0649

[job]
cap_viol_max_count=0
warnings=35

[placement]
gp_congestion=1.02
hpwl_um=227000
place.port_buffers=427
detailedPlace.worstSlack_ns=9.61

-- how the worst max path moves through the flow --
stage | from | to | slack, ns | cells past startpoint
CTS | valid_in | stage0_data[3][0] | 10.47 | 7
global route | rst_n | stage0_data[4][9] | 10.09 | 6
finish | valid_in | stage0_data[2][15] | 10.45 | 7
-- power by group through the flow --
stage	sequential, mW	clock, mW	combinational [mW]
4_1_cts	6.20	3.51	6.20
5_1_grt	6.34	3.62	7.03
6_report	6.26	3.45	6.23
-- flip-flops by register name, summed over array words and instances, names as in the netlist, 6 cells and up --
name and cells:
leaf_idx_r2 6, stage3_data 100, leaf_idx_r0 6, stage3_idx 36, stage1_idx 72, stage1_data 200, stage2_data 200, stage5_data 100
query_first_shft 6, stage4_idx 36, stage0_idx 72, query_last_shft 6, stage2_idx 72, leaf_idx_r3 6, leaf_idx_r1 6, leaf_idx_out 6
stage5_idx 36, leaf_idx_r4 6, stage0_data 200, stage4_data 100
-- through the flow --
stage               power (mW)  cell area [um2]  utilization  std cells
global placement          12.3            85700        0.432      12100
detailed placement        12.4            85700        0.432      12100
CTS                       15.9            90900        0.458      12400
global route              17.0            90900        0.459      12400
finish                    15.9            90900        0.459      12400
floorplan                 9.45            80200            -       9804
-- logic make-up after synthesis --
group	count (synthesis)
and+or+nand+nor	3756
AOI/OAI and AO/OA	2801
buffers and inverters	1425
DFF	1278
adders and majority gates	486
muxes	58
-- Yosys cell counts (20+ instances only) --
cell type,count,area share
sky130_fd_sc_hd__a311o_1,21,0.0026
sky130_fd_sc_hd__nor2b_1,383,0.030
sky130_fd_sc_hd__or2_2,20,0.0016
sky130_fd_sc_hd__nor2_1,1245,0.058
sky130_fd_sc_hd__a31oi_1,1082,0.084
sky130_fd_sc_hd__mux2_2,36,0.0051
sky130_fd_sc_hd__and4_1,33,0.0036
sky130_fd_sc_hd__o21ai_1,20,0.0012
sky130_fd_sc_hd__a21oi_1,182,0.011
sky130_fd_sc_hd__buf_2,81,0.0051
sky130_fd_sc_hd__nand2_1,578,0.027
sky130_fd_sc_hd__a21o_1,115,0.011
sky130_fd_sc_hd__dfrtp_1,1278,0.40
sky130_fd_sc_hd__inv_1,515,0.024
sky130_fd_sc_hd__o31a_1,25,0.0027
sky130_fd_sc_hd__ha_1,486,0.076
sky130_fd_sc_hd__nand4_1,111,0.0087
sky130_fd_sc_hd__nor3b_1,47,0.0044
sky130_fd_sc_hd__mux2i_1,22,0.0027
sky130_fd_sc_hd__or3_1,137,0.011
sky130_fd_sc_hd__o21ai_0,633,0.040
sky130_fd_sc_hd__nand3b_1,20,0.0019
sky130_fd_sc_hd__o32a_1,46,0.0057
sky130_fd_sc_hd__buf_1,61,0.0029
sky130_fd_sc_hd__nand3_1,1112,0.069
sky130_fd_sc_hd__o211ai_1,371,0.035
sky130_fd_sc_hd__clkbuf_1,758,0.035
sky130_fd_sc_hd__a21bo_2,126,0.016
sky130_fd_sc_hd__o31ai_1,78,0.0073
-- metal layers --
layer / up-vias / track usage
met5: - / 0
met4: 10 / 0.111
met3: 465 / 0.109
met2: 3202 / 0.416
met1: 35800 / 0.468
li1: 35000 / -
-- critical path: stages --
cell	delay (ns)
sky130_fd_sc_hd__buf_8	0.36
sky130_fd_sc_hd__buf_4	0.72
sky130_fd_sc_hd__buf_4	0.76
sky130_fd_sc_hd__buf_4	0.72
sky130_fd_sc_hd__buf_4	0.68
sky130_fd_sc_hd__o31a_1	0.26
sky130_fd_sc_hd__a21oi_1	0.07
-- final cells by class --
cell class              instances  area (um2)
diodes                          8        20.0
clock buffers                 239        4700
clock inverters                45         497
fillers                     18700      107000
inverters                     515        1930
multi-input cells            7101       43000
flip-flops and latches       1278       32000
well taps                    2640        3300
repair buffers                577        5450
No activity file was given, so power comes from the tool's default toggle rates.
