`flow/design.v`:
```
module internal_node
#(
  parameter DATA_WIDTH = 55,
  parameter STORAGE_WIDTH = 22
)
(
  input clk,
  input rst_n,
  input wen,  
  input valid,
  input [STORAGE_WIDTH -1 : 0] wdata,
  input [DATA_WIDTH - 1 : 0] patch_in,
  output [DATA_WIDTH - 1 : 0] patch_out,  
  output valid_left,
  output valid_right
);
reg [2:0] idx;
reg signed [10: 0] median; 
reg signed [10: 0] sliced_patch;
wire comparison;
always @ (clk) begin
    if (rst_n == 0) begin
        idx <= 3'b111;  
    end
    else if (wen) begin
        idx <= wdata[2:0];  
    end
    else begin
        idx <= idx;  
    end
end
always @ (clk) begin
    if (rst_n == 0) begin
        median <= 0;  
    end
    else if (wen) begin
        median <= wdata[21:11];  
    end
    else begin
        median <= median;  
    end
end
always @(*) begin 
    case(idx)
       3'b000 :   sliced_patch = patch_in[10:0];
       3'b001 :   sliced_patch = patch_in[21:11];
       3'b010 :   sliced_patch = patch_in[32:22];
       3'b011 :   sliced_patch = patch_in[43:33];
       3'b100 :   sliced_patch = patch_in[54:44];
       default :  sliced_patch = 11'b0;
    endcase 
end
assign comparison = (sliced_patch < median);
assign valid_left = comparison && valid;
assign valid_right = (!comparison) && valid;
assign patch_out = 55'b0;  
endmodule
module internal_node_tree
#(
  parameter INTERNAL_WIDTH = 22,
  parameter PATCH_WIDTH = 55,
  parameter ADDRESS_WIDTH = 8
)
(
  input clk,
  input rst_n,
  input fsm_enable,  
  input sender_enable,
  input [INTERNAL_WIDTH - 1 : 0] sender_data,
  input patch_en,
  input [PATCH_WIDTH - 1 : 0] patch_in,
  output logic [ADDRESS_WIDTH - 1 : 0] leaf_index,
  output receiver_en
);
reg [5:0] wadr;  
reg  one_hot_address_en [63:0];  
wire [PATCH_WIDTH - 1 : 0] patch_out;
wire wen;
assign wen = fsm_enable && sender_enable;
 reg latency_track_reciever_en [5:0];
 always @ (posedge clk) begin
     if (rst_n == 0) begin
      latency_track_reciever_en[0] <= 0;
      latency_track_reciever_en[1] <= 0;
      latency_track_reciever_en[2] <= 0;
      latency_track_reciever_en[3] <= 0;
      latency_track_reciever_en[4] <= 0;
      latency_track_reciever_en[5] <= 0;
    end
    else begin
      latency_track_reciever_en[0] <= patch_en;
      latency_track_reciever_en[1] <= latency_track_reciever_en[0];
      latency_track_reciever_en[2] <= latency_track_reciever_en[1];
      latency_track_reciever_en[3] <= latency_track_reciever_en[2];
      latency_track_reciever_en[4] <= latency_track_reciever_en[3];
      latency_track_reciever_en[5] <= latency_track_reciever_en[4];
    end
 end
 assign receiver_en = latency_track_reciever_en[5];
always @ (posedge clk) begin
    if (rst_n == 0) begin
        wadr <= 0;
    end
    else if (wen) begin
        wadr <= wadr + 1;
    end
    else begin
        wadr <= wadr;
    end
end
always @(*) begin 
 for (int q = 0; q < 128; q++) begin
        if (q == wadr) begin
            one_hot_address_en[q] = 1'b1;  
        end
        else begin
             one_hot_address_en[q] = 1'b0;
        end
    end
end
reg [PATCH_WIDTH-1:0] level_patches [7:0];  
 wire [PATCH_WIDTH-1:0] level_patches_storage [7:0];  
reg level_valid [63:0][7:0];  
wire level_valid_storage [63:0][7:0];  
 assign level_patches_storage[0] = patch_in;
always @(*) begin
    level_valid[0][0] = 255'b1;
    level_patches[0] = patch_in;
end
genvar i, j;
generate 
   for (i = 0; i < 6; i = i +1) begin
        for (j =0; j < (2**i); j = j +1 ) begin
            internal_node
            #(
            .DATA_WIDTH(PATCH_WIDTH),
            .STORAGE_WIDTH(INTERNAL_WIDTH)
            )
            node
            (
            .clk(clk),
            .rst_n(rst_n),
             .wen(wen && one_hot_address_en[(((2**i)) + j-1)]),  
            .valid(level_valid[j][i]),
            .wdata(sender_data),  
            .patch_in(level_patches[i]),
            .patch_out(),  
            .valid_left(level_valid_storage[j*2][i]),
            .valid_right(level_valid_storage[(j*2)+1][i])
            );
        end
        always @ (posedge clk) begin
            if (rst_n == 0) begin
                level_patches[i+1] <= 0;
                 for (int r = 0; r < 64; r++) begin
                     level_valid[r][i+1] = 1'b0;
                 end
            end
            else begin
                level_patches[i+1] <= level_patches[i];
                 for (int r = 0; r < 64; r++) begin
                    level_valid[r][i+1] = level_valid_storage[r][i];
                 end
            end
        end
    end
endgenerate
always @(*) begin
    leaf_index = 0;
 for (int i = 0; i < 64; i++) begin
        if (level_valid[i][6] == 1'b1) begin
          leaf_index = i;
        end
    end
end
endmodule
```
`flow/run.sh`:
```
#!/bin/bash
# OpenROAD 26Q1-2900-gdf79404cd8, Yosys 0.63+post, stock flow scripts
make -C /OpenROAD-flow-scripts/flow DESIGN_CONFIG=/design/flow/config.mk WORK_HOME=/design/flow/orfs finish
```
`flow/config.mk`:
```
export PLATFORM = sky130hd
export DESIGN_NAME = internal_node_tree
export DESIGN_NICKNAME = internal_node_tree
export VERILOG_FILES = /design/flow/design.v
export SDC_FILE = /design/flow/constraint.sdc
export NUM_CORES = 4
export LEC_CHECK = 1
export CORE_UTILIZATION = 50
```
`flow/constraint.sdc`:
```
current_design internal_node_tree

set clk_period 5.1
set clk_io_pct 0.2

create_clock -name clk0 -period $clk_period [get_ports {clk}]

set non_clock_inputs [all_inputs -no_clocks]
set_input_delay [expr $clk_period * $clk_io_pct] -clock clk0 $non_clock_inputs
set_output_delay [expr $clk_period * $clk_io_pct] -clock clk0 [all_outputs]
```
==> results.cfg <==
; physical design summary
[power_and_ir_drop]
p_per_area_nw_per_um2 = 133
fin_total_pwr_mw = 9.88
sw_frac_of_total = 0.325
power.leakage_nw = 31.5
p_switching_mw = 3.21
ir_worst_vdd_uv = 264
combPwrFrac = 0.167
power.share.clock = 0.406
internal_power_mw = 6.67
power.sequential.fraction = 0.427

[synthesis]
synthesis.yosys.warnings = 10
synthAdderAreaFrac = 0.113
synth.mux.area_fraction = 0.120
syn_inst = 8462
async_flop_share = 0
yosys.stat.chipArea_um2 = 70500
synth.lib_cells_used.distinct = 81
flip_flops_with_a_built_in_enable = 0
syn-cell-area_um2 = 70500
synth_flop_count = 1294
synth_xor_xnor_area_share = 0.000621
avgSynthCellArea_um2 = 8.33
post_synth_ao_oa_area_fraction = 0.252
yosys-stat-cells = 8462
synth_simple_gate_area_share = 0.127
synth.logic.top_family = AND-OR/OR-AND gates
synth_top_flop_cell = dlxtn_1

[worst_setup_path]
worst_ep_required_time_ns = 4.08
cp-start-kind = register
critical_path.endpoint_type = primary output
arrival_ns = 2.92
timing_worst_setup_path_type = register to primary output
cp_max_fo = 5

[cells_and_area]
area_growth_pct = 5.13
filler_cell_count = 12700
area.combinational_um2 = 43300
final_core_utilization = 0.530
finalInstanceArea_um2 = 74100
sequential_cell_area_um2 = 21600
final_cell_count_no_fill = 9945
drive_gt1_frac = 0.0991

[detailed_routing]
detailroute.via_count = 66900
drc = 0
drt_first_iter_violations = 8421
drt_first_pass_iters = 11
post_drt_via_cell_ratio = 6.73
wirelength_mm = 304
post_drt_wl_per_cell_um = 30.6
final_antenna_net_count = 0

[die]
ioPinCount = 91
placeableCoreArea_um2 = 140000
die_outline_area_um2 = 142000
die-height_um = 377
num_rows = 137
die_width_um = 377
core_util_floorplan = 0.504

[place]
placed_instances = 9840
gp_congestion = 1.05
dpl-instance-area_um2 = 72200
dp_hpwl_mm = 193
place_ws_ns = 1.74
port-buffer-count = 80

[clocking]
post_cts.repair.setup_buffers = 0
post_cts_resize_count = 0
htree_levels = 2
postCtsHoldBufs = 0
cts_inserted_buffers = 52
clock_path_buffers = 3
cts_root_buf = clkbuf_16
clk_transition_reported_paths_ns = 0.06
clock_insertion_delay_worst_skew_ns = 0.68
clock_tree_from_tritoncts = built

[final_timing]
totalNegativeSetupSlack_ns = 0
post-route-worst-setup-slack_ns = 1.16
number_of_max_slew_violations_in_the_final_report = 0
grt_setup_unrepaired = no
skew_ns = 0.0435
setup_violations = 0
period_used_share = 0.773
final_hold_vio_count = 0
final_period_minus_worst_setup_slack_ns = 3.94
finalHoldWorstSlack_ns = 0.436
tightest_slew_ns = 1.09
count_of_endpoints_without_a_timing_constraint = 882
achievable-frequency_ghz = 0.254
max_slew_margin = 0.263
unclocked_regs = 882

[job]
warning_count = 42
max_capacitance_violation_count = 0

[global_route]
maximum_number_of_pins_on_one_net_before_global_route_repair = 163
antenna_violations_before_repair = 24
via_count_of_the_first_global_routing_pass = 60800
global_route.overflow_total = 0
grt_first_pass_wirelength_mm = 428
grt.total_usage = 0.430

[worst_hold_path]
hold_class = register to register

[outcome]
outcome = finished, final reports clean
## critical path: stages (launching register included)
cell and delay [ns]:
dfxtp_1 0.36, or3_1 0.35, nor4_1 0.58, o2111ai_1 0.28
nand3_1 0.22, clkdlybuf4s50_1 0.48
## cell type report
cell class | instances | share of cell area
sequential | 1294 | 0.291
timing repair buffer | 257 | 0.0293
inverter | 761 | 0.0386
antenna | 8 | 0.000270
multi-input combinational | 5652 | 0.584
clock inverter | 38 | 0.00684
tap | 1876 | 0.0317
clock buffer | 59 | 0.0185
## layout by cell type, fill, tap and decap left out, types with 16 or more instances in the layout
master / synthesis / routed
or3_1: 25 / 25
nand4_1: 19 / 19
clkbuf_16: 0 / 52
o21ai_0: 114 / 114
a211oi_1: 42 / 42
and3b_1: 37 / 37
and2_1: 299 / 288
nor3_1: 38 / 38
mux2i_1: 301 / 301
a31oi_1: 96 / 96
inv_1: 749 / 749
o41ai_1: 19 / 19
mux4_2: 50 / 50
nand2b_1: 66 / 63
o211ai_1: 41 / 41
nand2_1: 208 / 208
nor2b_1: 171 / 171
o21a_1: 103 / 103
nor3b_1: 59 / 59
nor2_1: 474 / 474
and3_1: 32 / 32
a21o_1: 79 / 79
dfxtp_2: 0 / 55
nand3b_1: 20 / 20
o22ai_1: 628 / 628
a311oi_1: 16 / 16
dfxtp_1: 412 / 357
mux2_2: 375 / 375
nor4_1: 45 / 45
ha_1: 634 / 634
dlxtn_1: 882 / 882
o2111ai_1: 45 / 45
clkdlybuf4s50_1: 0 / 79
a22oi_1: 922 / 922
buf_4: 6 / 174
a21oi_1: 368 / 368
nand3_1: 94 / 93
## cells in the mapped netlist, types with 79 or more instances
cell | number | area [µm²]
inv_1 | 749 | 2810
o21ai_0 | 114 | 571
and2_1 | 299 | 1870
a31oi_1 | 96 | 601
a21oi_1 | 368 | 1840
nand3_1 | 94 | 470
clkbuf_1 | 542 | 2030
a22oi_1 | 922 | 6920
buf_1 | 168 | 631
ha_1 | 634 | 7930
dlxtn_1 | 882 | 13200
mux2_2 | 375 | 4220
mux2i_1 | 301 | 3010
o21a_1 | 103 | 773
nand2_1 | 208 | 781
o22ai_1 | 628 | 3930
a21o_1 | 79 | 593
nor2_1 | 474 | 1780
nor2b_1 | 171 | 1070
dfxtp_1 | 412 | 8250
## flip-flops by register name, summed over array words and instances (netlist names)
register	cells
genblk1.genblk1.node.idx	189
level_valid	125
genblk1.genblk1.node.median	693
wadr	6
level_patches	275
latency_track_reciever_en	6
## path summary, 6_finish.rpt
path / start / to / slack, ns / cells past startpoint
worst min register to register: latency_track_reciever_en[2]$_SDFF_PN0_ / latency_track_reciever_en[3]$_SDFF_PN0_ / 0.44 / 1
worst min-delay path: latency_track_reciever_en[2]$_SDFF_PN0_ / latency_track_reciever_en[3]$_SDFF_PN0_ / 0.44 / 1
worst max register to register: level_patches[5][12]$_SDFF_PN0_ / level_valid[321]$_SDFF_PN0_ / 1.45 / 9
worst max-delay path: level_valid[41]$_SDFF_PN0_ / leaf_index[0] / 1.16 / 5
## logic make-up after synthesis
group	Yosys count
simple gates	1669
latches	882
flops	412
mux	730
fa+ha+maj	634
buf+inv	1517
xor+xnor	5
other cells	1
compound gates	2612
## routing by layer
layer  routed length, µm  share of wire  vias up  track usage
li1                    -              -    30000            -
met1              114000           0.37    30700        0.570
met2              123000           0.41     4800        0.603
met3               44100           0.15     1376        0.175
met4               22700          0.075       18        0.234
met5                 121        0.00040        -      0.00549
## power by group through the flow
| stage | logic [mW] | clock network, mW | registers [mW] |
|---|---|---|---|
| after CTS | 1.60 | 4.05 | 4.19 |
| after global routing | 1.75 | 4.20 | 4.24 |
| final | 1.65 | 4.01 | 4.22 |
Power is estimated from default activity; no workload was simulated.
