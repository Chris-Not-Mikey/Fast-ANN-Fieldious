`flow/run.sh`:
```
#!/bin/bash
# OpenROAD 26Q1-2900-gdf79404cd8, Yosys 0.63+post, stock flow scripts
make -C /OpenROAD-flow-scripts/flow DESIGN_CONFIG=/design/flow/config.mk WORK_HOME=/design/flow/orfs finish
```
`flow/config.mk`:
```
export PLATFORM = sky130hd
export DESIGN_NAME = aggregator
export DESIGN_NICKNAME = aggregator
export VERILOG_FILES = /design/flow/design.v
export SDC_FILE = /design/flow/constraint.sdc
export NUM_CORES = 4
export LEC_CHECK = 1
export CORE_AREA = 10 10 397 397
export DIE_AREA = 0 0 407 407
```
`flow/constraint.sdc`:
```
current_design aggregator

set clk_period 7.2
set clk_io_pct 0.2

create_clock -name clk0 -period $clk_period [get_ports {clk}]

set non_clock_inputs [all_inputs -no_clocks]
set_input_delay [expr $clk_period * $clk_io_pct] -clock clk0 $non_clock_inputs
set_output_delay [expr $clk_period * $clk_io_pct] -clock clk0 [all_outputs]
```
`flow/design.v`:
```
module aggregator
#(
  parameter DATA_WIDTH = 16,
  parameter FETCH_WIDTH = 40  
)
(
  input clk,
  input rst_n,
  input [DATA_WIDTH - 1 : 0] sender_data,
  input sender_empty_n,
  output sender_deq,
  output [FETCH_WIDTH*DATA_WIDTH - 1 : 0] receiver_data,  
  input receiver_full_n,
  output reg receiver_enq,
  input change_fetch_width,
  input [2:0] input_fetch_width
);
  localparam COUNTER_WIDTH = $clog2(FETCH_WIDTH);
  reg [COUNTER_WIDTH - 1 : 0] count_r;
  reg [DATA_WIDTH - 1 : 0] receiver_data_unpacked [FETCH_WIDTH - 1 : 0]; 
  wire sender_deq_w;
  assign sender_deq_w = rst_n && sender_empty_n && receiver_full_n;
  assign sender_deq = sender_deq_w;
  genvar i;
  generate
    for (i = 0; i < FETCH_WIDTH; i++) begin: unpack
      assign receiver_data[(i + 1)*DATA_WIDTH - 1 : i*DATA_WIDTH] = receiver_data_unpacked[i];
    end
  endgenerate
  reg [5:0] LOCAL_FETCH_WIDTH;
  always @ (posedge clk) begin
    if (!rst_n) begin
       LOCAL_FETCH_WIDTH <= FETCH_WIDTH;
    end
    else if (change_fetch_width) begin
      LOCAL_FETCH_WIDTH <= {3'b0, input_fetch_width};
    end
    else begin
      LOCAL_FETCH_WIDTH <= LOCAL_FETCH_WIDTH;
    end
  end
  always @ (posedge clk) begin
    if (rst_n) begin
      if (sender_deq_w) begin
        receiver_data_unpacked[count_r] <= sender_data;
        count_r <= (count_r == LOCAL_FETCH_WIDTH) ? 0 : count_r + 1;
        receiver_enq <= (count_r == LOCAL_FETCH_WIDTH); 
      end else begin
        receiver_enq <= 0;
      end
    end else begin
      receiver_enq <= 0;
      count_r <= 0;
    end
  end
endmodule
```
==> results.json <==
{
  "run_status": "finished clean",
  "startpoint": "rst_n",
  "dpl_worst_slack_ps": 2550,
  "hold_slack_ps": 492,
  "num-fill-cells": 15300,
  "drv_slew": 0,
  "fin_skew_ps": 28.2,
  "dpl_cell_area_mm2": 0.0296,
  "initialDrtViolationCount": 533,
  "worst-setup-path-type": "input port to output port",
  "cts_tree": "done",
  "cp_common_cell": "clkdlybuf4s50_1",
  "reg2reg_depth": 4,
  "overflow": 0,
  "clock_sinks": 651,
  "ios": 666,
  "regArea_mm2": 0.0194,
  "die_h_um": 407,
  "path_max_fanout": 11,
  "synthTopCellsByArea": "edfxtp_1, dfxtp_1, nor2_1, mux2i_1, nand3_1",
  "max_freq_mhz": 212,
  "cts_setup_buffers": 0,
  "slowest_delay_ps": 680,
  "cts_resized": 0,
  "powerDensity_mw_per_mm2": 244,
  "relSlewSlack_pct": 37.2,
  "cts_buffer_depth": 3,
  "cts_buffers": 70,
  "numPlacedInstances": 3483,
  "synth_area_leader_cell": "edfxtp_1",
  "synthesis.area_mm2": 0.0200,
  "syn_avg_cell_area_um2": 26.3,
  "clock.latency.late_pin_ps": 660,
  "ys_types": 33,
  "postRouteAntennaNets": 0,
  "drc_errors": 0,
  "min_from": "LOCAL_FETCH_WIDTH[3]",
  "area_growth_pct": 59.0,
  "timing.final.crit_share_pct": 65.5,
  "mostFrequentLayoutCell": "clkdlybuf4s50_1",
  "fp_util_pct": 13.5,
  "irDropWorstVdd_mv": 0.190,
  "gp_congestion": 0.798,
  "clk_pin_slew_ps": 50,
  "grt_pass1_vias": 11700,
  "fin_area_mm2": 0.0319,
  "avgViaCountPerCell": 2.99,
  "die_w_um": 407,
  "antenna_found_initial": 12,
  "layout_setup_ws_ps": 2480,
  "synth_cells": 762,
  "rsz0062_at_grt": "no",
  "async_flop_share_pct": 0,
  "hold_buffers": 0,
  "required_ps": 5760,
  "hp-class": "register to register",
  "warnings": 25,
  "r2r-start": "count_r[1]",
  "ys.flops": 651,
  "slowest_stage": "clkdlybuf4s50_1",
  "cp_top_family": "buffers and inverters",
  "rows": 141,
  "hold_depth": 2,
  "vias": 10800,
  "htree_levels": 3,
  "setup_tns_ps": 0,
  "synth_top_flop_cell": "edfxtp_1",
  "setup_viol": 0,
  "synth_seq_share_pct": 97.0,
  "path_cells": "clkdlybuf4s50_1 > nand3_2 > inv_1 > clkdlybuf4s50_1",
  "yosys_cells": 762,
  "p_leak_nw": 9.98,
  "edf_count": 640,
  "tightestPinTransition_ps": 942,
  "layout.area.comb_um2": 661,
  "synth_warnings": 1,
  "cts_root_buffer": "clkbuf_16",
  "wl_mm": 82.5,
  "worstPathBufferInverterCount": 3,
  "ys_area_mm2": 0.0200,
  "chipArea_mm2": 0.166,
  "first_pass_iters": 5,
  "grt_pass1_wl_mm": 105,
  "grtUsageTotal_pct": 9.80,
  "min_period_ps": 4720,
  "core_mm2": 0.148,
  "dp_hpwl_mm": 58.2,
  "port_buffers": 665,
  "grt_max_degree": 29,
  "arrival_ps": 3280,
  "worst_setup_path_start_kind": "input port",
  "drv_cap": 0,
  "layout.cells.non_filler": 3613,
  "worst-path-stages": 4,
  "hold_viol_final": 0,
  "synth.top_cell.area_share_pct": 95.9,
  "setup.worst_path.end_class": "output port",
  "drive_gt1_share_pct": 13.0,
  "lay_top_cells": "clkdlybuf4s50_1, edfxtp_1, clkbuf_16",
  "wire_per_inst_um": 22.8
}
==> worst reg2reg max path: stages (launching register included) <==
cell,delay (ps)
dfxtp_1,300
buf_4,210
nand2_1,410
or3_2,690
nor2_2,670
==> cell type report <==
cell class	instances	area share, %
antenna	8	0.0628
clock buffer	91	5.81
clock inverter	31	1.11
inverter	3	0.0353
multi-input combinational	101	2.07
sequential	651	61.0
tap	2002	7.86
timing repair buffer	726	22.1
==> sequential cells by signal, summed over array words and instances, names as in the netlist <==
name / count
count_r: 6
receiver_data_unpacked: 640
LOCAL_FETCH_WIDTH: 4
receiver_enq: 1
==> path summary, 6_finish.rpt <==
path | endpoint | slack (ps)
worst min-delay path | LOCAL_FETCH_WIDTH[3] | 490
worst min register to register | LOCAL_FETCH_WIDTH[3] | 490
worst max-delay path | sender_deq | 2480
worst max register to register | receiver_data_unpacked[19][6] | 4540
==> stage by stage <==
| step | utilization [%] | power [mW] |
|---|---|---|
| final | 21.5 | 7.79 |
| after CTS | 21.5 | 7.93 |
| after floorplan | - | 4.26 |
| after global placement | 20.0 | 4.43 |
| after detailed placement | 20.0 | 4.43 |
| after global routing | 21.5 | 8.07 |
==> cells in the mapped netlist (3+ instances only) <==
cell      count
nor4_1        3
edfxtp_1    640
nor2_1       41
nor3_1        4
xor2_1        3
or3_2         4
buf_2         5
nand2_1       6
nand3_1       6
or3_1         3
nand2b_1      4
xnor2_1       3
o21ai_0       4
dfxtp_1      11
nor2b_1       3
mux2i_1       3
inv_1         3
==> power breakdown <==
group          switching (mW)  internal (mW)  total, mW  leakage, nW
clock                    1.50           1.95       3.45         1.05
combinational           0.142         0.0258      0.167         3.09
sequential            0.00236           4.17       4.17         5.84
==> kinds of logic (layout without fill, tap and decap cells) <==
family | count (synthesis) | in the layout | synth area share, %
flops | 651 | 651 | 97.0
compound gates | 7 | 7 | 0.206
mux | 3 | 3 | 0.150
simple gates | 84 | 84 | 2.12
xor+xnor | 6 | 6 | 0.262
buf+inv | 10 | 851 | 0.237
fa+ha+maj | 1 | 1 | 0.0624
other cells | 0 | 8 | 0
==> routing by layer <==
| metal | vias to the layer above | wire length, um | global-route usage (%) |
|---|---|---|---|
| met5 | - | 0 | 0 |
| met4 | 0 | 1750 | 1.90 |
| met3 | 104 | 15300 | 8.28 |
| met2 | 858 | 38900 | 15.7 |
| met1 | 5190 | 26600 | 9.71 |
| li1 | 4656 | - | - |
No activity file was given, so power comes from the tool's default toggle rates.
